==> design/flow/design.v <==
`timescale 1ns / 1ps
module whack_a_mole(
        input clk,
    input reset,
    input button,               
    output reg mole,            
    output reg [3:0] score,     
    output reg [3:0] lives,     
    output reg [2:0] state      
);
reg IDLE = 3'b000;
reg GAMEPLAY = 3'b001;
reg END_SCREEN = 3'b010;
reg [28:0] mole_timer;         
reg [28:0] hammer_timer;       
reg button_prev;              
reg [7:0] blink_counter;      
reg [7:0] random_num;         
always @(posedge clk or posedge reset) begin
    if (reset) begin
        button_prev <= 0;   
    end else begin
        button_prev <= button;   
    end
end
always @(posedge clk or posedge reset) begin
    if (reset) begin
        state <= IDLE;
        score <= 4'b0000;     
        lives <= 4'b0000;     
        mole <= 0;
        mole_timer <= 0;
        hammer_timer <= 0;
        blink_counter <= 0;   
        button_prev = 0;
    end else begin
        case(state)
            IDLE: begin
                mole <= 0;                           
                mole_timer <= 0;                     
                if (button && !button_prev) begin    
                    score <= 4'b0000;
                    lives <= 4'b0011;
                    mole_timer <= 100_000_000;
                    hammer_timer <=  300_000_000;                  
                    state <= GAMEPLAY;
                end
            end
            GAMEPLAY: begin 
                if (lives == 0) begin
                        state <= 3'b010;   
                end 
                else if (mole_timer > 0) begin
                    mole_timer = mole_timer - 1;
                    if (mole_timer == 0) begin
                        mole <= 1;   
                    end
                end
                else if (hammer_timer > 0 && mole == 1) begin
                    hammer_timer <= hammer_timer - 1; 
                    if (button && !button_prev) begin  
                        score <= score + 1;       
                        mole <= 0;                
                        mole_timer <= 200_000_000;   
                        hammer_timer <=  300_000_000;   
                    end 
                end 
                else if (hammer_timer == 0) begin
                    lives <= lives - 1;  
                    mole <= 0;
                    if (lives == 0) begin
                        state <= END_SCREEN;   
                    end 
                    else begin
                        mole_timer <=  200_000_000;   
                        hammer_timer <=  300_000_000;                 
                    end
                end
            end
            END_SCREEN: begin
                score <= 4'b0000;
                if (button && !button_prev) begin  
                    score <= 4'b0000;
                    lives <= 4'b0011;  
                    mole <= 0;
                    mole_timer <= 0;
                    hammer_timer <= 0;
                    blink_counter <= 0;
                    state <= IDLE;   
                end
            end
        endcase
    end
end
endmodule
==> design/flow/run.sh <==
#!/bin/bash
# OpenROAD 26Q1-2900-gdf79404cd8, Yosys 0.63+post, stock flow scripts
make -C /OpenROAD-flow-scripts/flow DESIGN_CONFIG=/design/flow/config.mk WORK_HOME=/design/flow/orfs finish
==> design/flow/config.mk <==
export PLATFORM = sky130hd
export DESIGN_NAME = whack_a_mole
export DESIGN_NICKNAME = whack_a_mole
export VERILOG_FILES = /design/flow/design.v
export SDC_FILE = /design/flow/constraint.sdc
export NUM_CORES = 4
export LEC_CHECK = 1
export CORE_UTILIZATION = 50
==> design/flow/constraint.sdc <==
current_design whack_a_mole

set clk_period 9.7
set clk_io_pct 0.2

create_clock -name clk0 -period $clk_period [get_ports {clk}]

set non_clock_inputs [all_inputs -no_clocks]
set_input_delay [expr $clk_period * $clk_io_pct] -clock clk0 $non_clock_inputs
set_output_delay [expr $clk_period * $clk_io_pct] -clock clk0 [all_outputs]
==> run_results.csv <==
group,metric,value,unit
final_layout,drive_gt1_share,6.56,%
power_and_ir_drop,fin_total_pwr,600,uW
clocking,clock_latency,0.35,ns
floorplanning,pin_count,15,
clocking,cts_buffers,9,
timing,setup_violations,0,
global_route,grt_antenna_before_repair,0,
yosys,yosysWarnings,3,
yosys,yosys_cells,477,
yosys,synthCells,477,
worst_setup_path,crit_chain,"clkdlybuf4s50_1 -> nor2_1 -> nor2_1 -> buf_4 -> nor4b_1 -> nand3_1 -> xor2_1 -> nor2_1",
route,dr_wl_met3,783,um
route,highest_layer,"met4",
timing,setup_slack,5.88,ns
worst_setup_path,r2r_slack,5.99,ns
placement,dp_hpwl,6850,um
yosys,synth.distinct_cells,56,
final_layout,utilization,58.1,%
job,drv_cap,0,
hold_path,worstHoldPathType,"register to register",
timing,fin_skew,0.00585,ns
worst_setup_path,path_depth,8,
timing,hold_viol_final,0,
timing,timing.final.crit_share,39.3,%
worst_setup_path,crit_family,"simple AND/OR/NAND/NOR gates",
clocking,postCtsHoldBufs,0,
floorplanning,die_w,92.8,um
floorplanning,floorplan.core_util,52.6,%
power_and_ir_drop,intPower,474,uW
placement,dp_slack,5.55,ns
worst_setup_path,endpoint_kind,"register",
route,drt_pass1_iterations,4,
clocking,postCtsSetupBuffers,0,
placement,routabilityCongestion,0.921,
worst_setup_path,crit_slowest_cell,"nor4b_1",
global_route,grt.total_usage,25.8,%
clocking,path_clk_slew,0.07,ns
worst_setup_path,worstPathMaxFanout,17,
clocking,ctsRootBufferMaster,"clkbuf_8",
timing,clock.fmax,262,MHz
power_and_ir_drop,power_density,132,mW/mm^2
route,wl_met1,4970,um
worst_setup_path,required,9.91,ns
yosys,ys_ff,69,
job,warnings,29,
timing,tightest_slew,0.867,ns
yosys,yosys-stat-area,0.00413,sq mm
power_and_ir_drop,seq_power_share,49.2,%
timing,finalSetupTns,0,ns
clocking,cts_max_path_buffers,2,
route,antenna_left,0,
worst_setup_path,cp.arrival,4.02,ns
yosys,synth.top_cell.area_share,41.8,%
placement,io_buffers,13,
yosys,edf_count,0,
yosys,syn-mean-instance-area,8.65,sq um
timing,slew_headroom,41.8,%
route,drt_iter0_drc,189,
power_and_ir_drop,swShare,21.1,%
clocking,cts-resized-gates,0,
floorplanning,chip_area,0.00862,sq mm
floorplanning,die_h,92.8,um
timing,rsz0062_at_grt,"false",
worst_setup_path,worst-path-buf-inv,2,
timing,min_period,3.82,ns
run_status,status,"finished clean",
route,vias,3592,
final_layout,area_delta_synth_final,10.6,%
final_layout,stdcell_area,0.00456,sq mm
yosys,ys_async_sr_fraction,100,%
placement,post_dp_cell_area,0.00432,sq mm
route,wirelength,10100,um
final_layout,layout_top_cells,"69 x dfrtp_1, 54 x nor2_1, 42 x nand2_1, 31 x o21ai_0, 27 x a21oi_1",
clocking,cts_tree,"built",
route,wl_met2,4240,um
global_route,grt_max_degree,53,
route,wl_per_cell,17.1,um
yosys,yosysTopAreaCell,"dfrtp_1",
yosys,ys_seq_share,41.8,%
worst_setup_path,start_kind,"input pin",
yosys,synthTopCellsByArea,"dfrtp_1 42%, nor2_1 4.9%, xor2_1 4.0%",
power_and_ir_drop,ir_drop,0.0769,mV
route,via_per_inst,6.09,
yosys,flop_cell,"dfrtp_1",
global_route,grt-ovfl-total,0,
global_route,grt_pass1_vias,3232,
final_layout,lay_top_count,"dfrtp_1",
power_and_ir_drop,leakage,0.00186,uW
power_and_ir_drop,p_sw,126,uW
global_route,grt_pass1_wl,16800,um
power_and_ir_drop,p_clk_share,48.1,%
hold_path,holdPathStages,2,
worst_setup_path,crit_type,"input pin to register",
timing,final_max_slew_viol_count,0,
route,n_antenna_cell,0,
worst_setup_path,r2r_cells,9,
worst_setup_path,worst_path_most_repeated_cell,"nor2_1",
yosys,syn_area,0.00413,sq mm
clocking,cts_max_level,3,
floorplanning,core,0.00785,sq mm
worst_setup_path,slowest_delay,0.70,ns
clocking,cts_sinks,69,
route,drcViolationCount,0,
power_and_ir_drop,combPwrFrac,2.8,%
floorplanning,rows,32,
==> synthesized netlist by cell type, types with 2 or more instances <==
cell and count:
a211oi_2 2, a21o_1 3, a21oi_1 27, a31oi_1 10
a41oi_1 2, and2_1 2, and3_1 4, and4_1 3
buf_2 4, buf_4 2, clkbuf_1 16, dfrtp_1 69
ha_1 7, inv_1 14, nand2_1 42, nand3_1 18
nand3b_1 2, nand4_1 14, nand4b_1 3, nor2_1 54
nor2b_1 4, nor3_1 23, nor3b_1 5, nor4_1 15
nor4_2 3, nor4b_1 3, o211ai_1 2, o21a_1 6
o21ai_0 31, o21ai_1 2, o22a_1 9, o31ai_1 9
or2_2 2, or3_1 7, or4_1 8, xnor2_1 12
xor2_1 19
==> registers in the layout, indices dropped and copies added (netlist names) <==
register      count
mole_timer       29
score             4
state             2
lives             4
hammer_timer     29
mole              1
==> final timing paths <==
path                               start          endpoint
max in group asynchronous          reset     mole_timer[8]
min                        mole_timer[1]     mole_timer[1]
max reg2reg                mole_timer[1]  hammer_timer[16]
max                               button   hammer_timer[7]
min reg2reg                mole_timer[1]     mole_timer[1]
min in group asynchronous          reset  hammer_timer[20]
==> tightest hold or removal path, stage by stage (launching register included) <==
cell and delay [ns]:
dfrtp_1 0.37, nand2_1 0.06, o31ai_1 0.06
==> cells by family (layout without fill, tap and decap cells) <==
| group | count (synthesis) | count (layout) | synth area share, % |
|---|---|---|---|
| other | 1 | 1 | 0.0909 |
| buffers and inverters | 37 | 48 | 3.67 |
| adder cells (fa/ha/maj) | 7 | 7 | 2.12 |
| XOR/XNOR | 31 | 31 | 6.58 |
| AND/OR/NAND/NOR | 221 | 221 | 28.5 |
| flip-flops | 69 | 69 | 41.8 |
| AND-OR/OR-AND | 111 | 111 | 17.2 |
==> routing by layer <==
| metal | GRT usage [%] | vias to the layer above |
|---|---|---|
| met1 | 44.1 | 1706 |
| met3 | 4.76 | 6 |
| met4 | 3.46 | 0 |
| li1 | - | 1758 |
| met2 | 36.2 | 122 |
| met5 | 0 | - |
==> power by group through the flow <==
| stage | Clock [uW] | Sequential, uW | Combinational (uW) |
|---|---|---|---|
| final | 288 | 295 | 16.7 |
| after CTS | 295 | 295 | 17.2 |
| after global routing | 304 | 296 | 19.5 |
==> cell type report <==
cell class,instances,area [sq um]
fillers,703,3280
multi-input cells,371,2250
flip-flops and latches,69,1730
repair buffers,18,168
clock buffers,12,145
well taps,102,128
clock inverters,4,95.1
inverters,14,52.6
==> stage by stage <==
step,hold WS (ns),instances
5_1_grt,0.542,590
6_report,0.523,590
4_1_cts,0.523,590
2_1_floorplan,0.464,477
3_3_place_gp,0.489,574
3_5_place_dp,0.505,574
Power and IR drop assume default switching activity.
